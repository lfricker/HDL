==> design/flow/design.v <==
module ds_dac
          (clk,
           rst_n,
           clk_en,
           din,
           ce_out,
           dout);
  input   clk;
  input   rst_n;
  input   clk_en;
  input   [15:0] din;   
  output  ce_out;
  output  dout;
  wire enb;
  wire [15:0] mid_range_out1;   
  wire Relational_Operator_relop1;
  wire dout_1;
  wire [15:0] fdbk;   
  wire signed [16:0] Sum_1;   
  wire signed [16:0] Sum_2;   
  wire signed [16:0] delta;   
  reg signed [17:0] integ;   
  wire signed [17:0] Sum1_1;   
  wire signed [17:0] integ_add;   
  wire signed [17:0] Relational_Operator_1_1;   
  assign enb = clk_en;
  assign mid_range_out1 = 16'b1000000000000000;
  assign dout_1 = Relational_Operator_relop1;
  assign fdbk = (dout_1 == 1'b1 ? 16'b1111111111111111 :
              16'b0000000000000000);
  assign Sum_1 = {1'b0, din};
  assign Sum_2 = {1'b0, fdbk};
  assign delta = Sum_1 - Sum_2;
  assign Sum1_1 = {delta[16], delta};
  assign integ_add = Sum1_1 + integ;
  always @(posedge clk or negedge rst_n)
    begin : Unit_Delay_process
      if (rst_n == 1'b0) begin
        integ <= 18'sb000000000000000000;
      end
      else begin
        if (enb) begin
          integ <= integ_add;
        end
      end
    end
  assign Relational_Operator_1_1 = {2'b0, mid_range_out1};
  assign Relational_Operator_relop1 = integ >= Relational_Operator_1_1;
  assign dout = Relational_Operator_relop1;
  assign ce_out = clk_en;
endmodule   
==> design/flow/run.sh <==
#!/bin/bash
# OpenROAD 26Q1-2900-gdf79404cd8, Yosys 0.63+post, stock flow scripts
make -C /OpenROAD-flow-scripts/flow DESIGN_CONFIG=/design/flow/config.mk WORK_HOME=/design/flow/orfs finish
==> design/flow/config.mk <==
export PLATFORM = sky130hd
export DESIGN_NAME = ds_dac
export DESIGN_NICKNAME = ds_dac
export VERILOG_FILES = /design/flow/design.v
export SDC_FILE = /design/flow/constraint.sdc
export NUM_CORES = 4
export LEC_CHECK = 1
export CORE_UTILIZATION = 40
==> design/flow/constraint.sdc <==
current_design ds_dac

set clk_period 13.2
set clk_io_pct 0.2

create_clock -name clk0 -period $clk_period [get_ports {clk}]

set non_clock_inputs [all_inputs -no_clocks]
set_input_delay [expr $clk_period * $clk_io_pct] -clock clk0 $non_clock_inputs
set_output_delay [expr $clk_period * $clk_io_pct] -clock clk0 [all_outputs]
==> notes.md <==
Notes on the flow outputs.

- The critical path buffer and inverter count is 3.
- The synthesis report lists the most area-consuming cells as dfrtp_1 (20%), ha_1 (18%), xnor2_1 (5.8%), mux2_2 (5.5%), a21oi_1 (4.4%).
- The dominant cell type by area after synthesis is dfrtp_1.
- Looking at the max-slew report, the worst-margin pin has a slew of roughly 540 ps.
- The worst hold margin reads 491 ps.
- The HPWL reported at the end of detailed placement is between 3 and 4 mm.
- The post-route setup TNS is 0 ps.
- Among cell families on the critical path, the largest total delay comes from buffers and inverters.
- Looking at the critical path, the single cell with the biggest stage delay is clkdlybuf4s50_1.
- The post-placement cell area is between 2000 and 3000 um2.
- Using the TritonRoute via totals, the vias-per-cell ratio works out to 5.35.
- For this sky-water flow run, the detailed-routed wirelength per cell is reported as 12.7 um.
- The floorplan report gives the top-level pin count as 21.
- The quantity of hold-fixing buffers added after cts is 0.
- After floorplanning, the core was divided into 27 placement rows.
- The clock slew seen by the registers of the worst setup and hold paths is 70 ps.
- The layout summary lists the proportion of cells stronger than drive strength 1 as about 7.7%.
- The effective utilization at floorplan reads 41.3%.
- Measured along the y axis, the die boundary spans ~77 um.
- The initial DRC count is 37.
- The number of enable-type register cells in the synthesized netlist is 0.
- Per the CTS log, the maximum H-tree level is 1.
- The per-instance average area after synthesis is ~8.6 um2.
- For the final database, setup skew stands at 1.56 ps.
- The number of global-route vias before repair reads 1773.
- The clock sink total reads 18.
- The number of flip-flops and latches in the synthesized netlist is 18.
- The worst setup path category is input pin to output pin.
- The count of cells resized by post-cts repair is 0.
- The worst path uses 49.2% of the clock period.
- The largest registers in the layout are integ (18).
- The distinct cell type count after synthesis is 49.
- The first-pass GRT wire length reads 8.10 mm.
- The final setup violation count is 0.
- The cell total in the yosys stat output reads 263.
- The routability congestion estimate is 0.877.
- The flow ran to the end, and the final reports show no timing, DRC or antenna violations.
- The chip footprint is 5950 um2.
- integ holds more flip-flops than any other register.
- Synthesis handed over a netlist of 263 instances.
- According to the timing report, the data required time at the worst endpoint equals 10560 ps.
- The global-route total usage across every layer is 17.0%.
- The combined area of all synthesized cells is 2260 um2.
- The number of OpenROAD warnings is 25.
- The pin count of the biggest net entering global routing reads 22.
- The number of antenna violations at the first check in global routing is 0.
- The register area share after synthesis reads 19.9%.
- STA classifies the critical path startpoint as an input pin.
- The total number of yosys warnings reads 1.
- Setup repair after global routing left no endpoint under its margin.
- In the synthesized netlist the dominant register cell turns out to be dfrtp_1.
- The via count is 1903.
- According to the report, the first pass of detailed routing completed in 4 iterations.
- After global routing the overflow that remains totals 0.
- Post-CTS timing repair inserted 0 buffers for setup.
- The antenna violation net count after detailed routing is 0.
- The total cell area reported by yosys after synthesis is around 2300 um2.
- The kind of end point of the critical path is an output pin.
- The number of buffers on the longest clock path reads 2.
- The register with the most flip-flops in the layout has 18 of them.
- The kind of path behind the tightest hold check reads flip-flop to flip-flop.
- TritonCTS built the clock tree.
- The max capacitance violation total reads 0.
- The async set-reset flop share out of synthesis is 100%.
- The DRC violation total left in the routed layout is recorded as 0.
- The upper clock frequency limit is approximately 0.15 GHz.
- The filler cell count is approximately 530.
- The report lists the cells along the critical path as clkdlybuf4s50_1, buf_4, clkdlybuf4s50_1.
- The horizontal die size reads 77.2 um.
- The number of buffers added on ports is 20.
- The final-report hold violation count is 0.
- The number of diodes added for antenna fixing is 0.
- TritonCTS created 3 clock buffers.
- The cell occurring most often along the worst timing path reads clkdlybuf4s50_1.
- The total detailed-routing wirelength reads between 4 and 5 mm.
- The arrival time at the worst endpoint is 3860 ps.
- The core region area reads around 5500 um2.
- The final number of max-transition violations is 0.
- The synthesis-to-finish area growth is 14.9%.
- The highest net fanout along the worst path reads 21.
- The cell chosen for the clock root reads clkbuf_8.
- The final critical-path required period is 6500 ps.
- In this run the tightest slew margin relative to its limit is between 60% and 70%.
- Once layout is done, the placed cells without fillers occupy between 2000 and 3000 um2.
- For this run, the slowest stage of the critical path takes 510 ps.
- The clock latency reported for the late side of the worst-skew pair reads 260 ps.
- The top cell type by area accounts for 19.9% of the synthesized area.
==> cells in the final DEF (no fill, tap or decap), drive strengths merged, types with 3 or more instances in the layout <==
cell type and instances:
o21bai 5, nor3 4, a21o 9, clkbuf 4
inv 13, xnor2 15, nor2b 5, a31oi 3
a211oi 6, ha 33, nand4 3, o21ai 21
and3 5, clkdlybuf4s50 20, a2111oi 4, xor2 8
nand2 14, nor2 23, dfrtp 18, a21oi 20
mux2 11, o21a 10, or3 3
==> per-layer routing <==
layer / global-route usage, % / part of all wire [%] / up-vias
met5: 0 / 0 / -
met1: 27.9 / 55 / 843
met2: 25.5 / 42 / 27
met4: 1.32 / 0.46 / 0
met3: 1.57 / 2.8 / 2
li1: - / - / 1031
==> synth_stat cells (2+ instances only) <==
| cell | count |
|---|---|
| a2111oi_0 | 3 |
| a211o_1 | 2 |
| a211oi_1 | 5 |
| a21o_1 | 9 |
| a21oi_1 | 20 |
| a31oi_1 | 3 |
| and3_1 | 5 |
| clkbuf_1 | 2 |
| dfrtp_1 | 18 |
| fa_1 | 2 |
| ha_1 | 33 |
| inv_1 | 13 |
| mux2_2 | 11 |
| nand2_1 | 14 |
| nand3_1 | 2 |
| nand4_1 | 3 |
| nand4b_1 | 2 |
| nor2_1 | 22 |
| nor2b_1 | 5 |
| nor3_1 | 4 |
| o211ai_1 | 2 |
| o21a_1 | 10 |
| o21ai_0 | 20 |
| o21bai_1 | 5 |
| or3_1 | 3 |
| xnor2_1 | 15 |
| xor2_1 | 8 |
==> worst reg2reg max path, stage by stage (launching register included) <==
cell	delay (ps)
dfrtp_1	380
nor2_1	70
nor2_1	310
inv_1	380
fa_1	530
a21oi_1	190
nor2b_1	80
o21a_1	170
o21ai_0	240
nand2_1	110
xor2_1	160
ha_1	330
and3_1	210
and3_1	210
a211oi_4	330
a21oi_1	170
a311oi_1	290
nand4b_1	120
==> cells by family (layout without fill, tap and decap cells) <==
group                    after synthesis  in the layout  share of synthesized area (%)
buffers and inverters                 18             39                           3.21
AND-OR/OR-AND                         93             93                           28.2
XOR/XNOR                              23             23                           8.92
AND/OR/NAND/NOR                       65             65                           14.2
flip-flops                            18             18                           19.9
multiplexers                          11             11                           5.48
adder cells (fa/ha/maj)               35             35                           20.0
==> metrics by stage <==
step	util [%]	instances	setup slack, ps
finish	47.4	356	6700
global route	47.4	356	6650
CTS	47.4	356	6690
floorplan	-	263	7510
global placement	46.4	352	6700
detailed placement	46.4	352	6690
==> layout make-up <==
type                       count  area (um2)  area share [%]
multi-input combinational    227        1740            66.9
clock buffer                   4        55.1            2.12
timing repair buffer          22         215            8.29
tap                           72        90.1            3.47
sequential                    18         450            17.3
inverter                      13        48.8            1.88
==> final timing paths <==
path / startpoint / end / slack, ps / depth (start not counted)
setup / recovery: clk_en / ce_out / 6700 / 3
hold / removal: integ[7] / integ[7] / 490 / 1
setup reg to reg: integ[15] / integ[17] / 8800 / 17
hold reg to reg: integ[7] / integ[7] / 490 / 1
max in group asynchronous: rst_n / integ[17] / 10300 / 2
min in group asynchronous: rst_n / integ[13] / 2710 / 2
