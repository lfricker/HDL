`flow/constraint.sdc`:
```
current_design C5G_sevenseg

set clk_period 1.0
set clk_io_pct 0.2

create_clock -name clk0 -period $clk_period

set non_clock_inputs [all_inputs -no_clocks]
set_input_delay [expr $clk_period * $clk_io_pct] -clock clk0 $non_clock_inputs
set_output_delay [expr $clk_period * $clk_io_pct] -clock clk0 [all_outputs]
```
`flow/run.sh`:
```
#!/bin/bash
# OpenROAD 26Q1-2900-gdf79404cd8, Yosys 0.63+post, stock flow scripts
make -C /OpenROAD-flow-scripts/flow DESIGN_CONFIG=/design/flow/config.mk WORK_HOME=/design/flow/orfs finish
```
`flow/design.v`:
```
module C5G_sevenseg(
	input 		     [9:0]		SW,
	output		     [6:0]		HEX0,
	output		     [6:0]		HEX1,
	output		     [6:0]		HEX2,
	output		     [6:0]		HEX3
);
sevenseg u0_sevenseg
(
   .bin           (SW[3:0]), 
   .hex           (),
   .hexn          (HEX0)
);
sevenseg u1_sevenseg
(
   .bin           (SW[7:4]), 
   .hex           (),
   .hexn          (HEX1)
);
assign HEX2 = 'b0;
assign HEX3 = 'b0;
endmodule
module sevenseg
(
   input  logic[3:0] bin, 
   output logic[6:0] hex,
   output logic[6:0] hexn
);
assign hexn = ~hex;
always_comb begin
   case( bin )
   4'b0000 : hex = 7'b0111111;       
   4'b0001 : hex = 7'b1011011;       
   4'b0010 : hex = 7'b1001111;       
   4'b0011 : hex = 7'b1001111;       
   4'b0100 : hex = 7'b1100110;       
   4'b0101 : hex = 7'b1101101;       
   4'b0110 : hex = 7'b1111101;       
   4'b0111 : hex = 7'b0000111;       
   4'b1000 : hex = 7'b1111111;       
   4'b1001 : hex = 7'b1101111;       
   4'b1010 : hex = 7'b1110111;       
   4'b1011 : hex = 7'b1111100;       
   4'b1100 : hex = 7'b0111001;       
   4'b1101 : hex = 7'b1011110;       
   4'b1110 : hex = 7'b1111001;       
   4'b1111 : hex = 7'b1110001;       
   endcase
end
endmodule
```
`flow/config.mk`:
```
export PLATFORM = sky130hd
export DESIGN_NAME = C5G_sevenseg
export DESIGN_NICKNAME = C5G_sevenseg
export VERILOG_FILES = /design/flow/design.v
export SDC_FILE = /design/flow/constraint.sdc
export NUM_CORES = 4
export LEC_CHECK = 1
export CORE_AREA = 10 10 70 70
export DIE_AREA = 0 0 80 80
```
==> metrics.log <==
[report] implementation figures
INFO  metric die_area = 6400 um2
INFO  metric ys_seq_share = 0%
INFO  metric insertedDiodeCount = 0
INFO  metric grt_pass1_vias = 778
INFO  metric seqCellArea = 0 um2
INFO  metric detail_route.drc_violations = 0
INFO  metric timing.critical_path.to_type = output port
INFO  metric met1Wirelength = 1020 um
INFO  metric avgRoutedWirePerCell = 11.5 um
INFO  metric post_synth_inst_count = 86
INFO  metric yosys-top-cells-count = 14 x sky130_fd_sc_hd__buf_4, 14 x sky130_fd_sc_hd__ha_1, 9 x sky130_fd_sc_hd__nand2_1, 8 x sky130_fd_sc_hd__a21oi_1, 7 x sky130_fd_sc_hd__o21ai_1
INFO  metric worstHoldEndpoint = HEX0[5]
INFO  metric critPathKind = in -> out
INFO  metric warning_count = 49
INFO  metric post_route_cells_drive_above_1_share = 73.2%
INFO  metric die.size.y = 80 um
INFO  metric met3_wirelength = 98 um
INFO  metric topCellsByArea = sky130_fd_sc_hd__ha_1 28%, sky130_fd_sc_hd__buf_4 17%, sky130_fd_sc_hd__a21oi_1 6.5%
INFO  metric power.ir.vdd_worst = 0.190 mV
INFO  metric max_cap_viol_count = 0
INFO  metric yosysCellCount = 86
INFO  metric post_dp_cell_area = 1000 um2
INFO  metric setup_violations = 14
INFO  metric buffer_ports.inserted = 22
INFO  metric post_synthesis_average_cell_area = 7.20 um2
INFO  metric start_kind = input pin
INFO  metric drv_slew = 0
INFO  metric core_util_floorplan = 18.1%
INFO  metric final_cell_area = 1360 um2
INFO  metric dieWidth = 80 um
INFO  metric clockBufferCount = 0
INFO  metric holdCritPathClass = in -> out
INFO  metric powerDensity = 372 nW/um2
INFO  metric syn_area = 619 um2
INFO  metric first_pass_grt_wire_length = 3550 um
INFO  metric min_delay_path_depth = 3
INFO  metric antenna_found_initial = 0
INFO  metric yosys_area = 619 um2
INFO  metric grt.total_usage = 6.35%
INFO  metric place_ws = -1.15 ns
INFO  metric layout-area-overhead-vs-synth = 120%
INFO  metric topRoutingLayerUsed = met3
INFO  metric finalCritPeriodShare = 132%
INFO  metric setup_slack = -0.320 ns
INFO  metric static-leakage-power = 0.629 nW
INFO  metric drt_pre_antenna_iters = 2
INFO  metric fmaxAchievable = 757 MHz
INFO  metric totalWireLength = 2110 um
INFO  metric vias_per_inst = 3.91
INFO  metric violations_in_the_final_reports = setup timing
INFO  metric grt_start_max_net_pins = 8
INFO  metric run_status = complete, but fails checks
INFO  metric yosys_warnings = 1
INFO  metric ioPinCount = 38
INFO  metric num_vias = 720
INFO  metric worst_hold_startpoint = SW[2]
INFO  metric floorplan.core_area = 3420 um2
INFO  metric globalRoute.totalOverflow = 0
INFO  metric std_cell_rows = 21
INFO  metric crit_arrival = 1.12 ns
INFO  metric nFlopsAndLatches = 0
INFO  metric grt_setup_unrepaired = true
INFO  metric global_placement_routability_congestion = 0.762
INFO  metric minimum_period_implied_by_the_final_worst_setup_slack = 1.32 ns
INFO  metric post-synth-top-area-cell = sky130_fd_sc_hd__ha_1
INFO  metric detailedRoute.firstIterationViolations = 5
INFO  metric top_cell_area_share = 28.3%
INFO  metric postRouteAntennaNets = 0
INFO  metric dr_wl_met2 = 999 um
INFO  metric path_max_fanout = 4
INFO  metric hpwl = 1390 um
INFO  metric required_time_of_the_worst_setup_path = 0.80 ns
INFO  metric final_count_of_hold_timing_violations = 0
INFO  metric synth_cell_types = 25
[through the flow]
| stage | power [mW] | cells | utilization [%] | hold WS (ns) | setup TNS, ns |
|---|---|---|---|---|---|
| 2_1_floorplan | 0.175 | 99 | - | 0.481 | -0.0655 |
| 3_3_place_gp | 0.363 | 171 | 29.3 | 1.48 | -14.69 |
| 3_5_place_dp | 0.364 | 171 | 29.3 | 1.48 | -14.87 |
| 4_1_cts | 0.452 | 181 | 37.2 | 0.888 | -3.71 |
| 5_1_grt | 0.554 | 184 | 39.9 | 0.793 | -3.85 |
| 6_report | 0.506 | 184 | 39.9 | 0.758 | -3.21 |
[worst max-delay path, stage by stage]
cell and delay, ns:
sky130_fd_sc_hd__buf_12 0.11, sky130_fd_sc_hd__inv_8 0.06, sky130_fd_sc_hd__ha_4 0.19, sky130_fd_sc_hd__mux2_4 0.26
sky130_fd_sc_hd__a32o_1 0.19, sky130_fd_sc_hd__buf_2 0.11
[kinds of logic after synthesis]
kind of cell	Yosys count	share of synthesized area [%]
compound gates	21	19.4
fa+ha+maj	14	28.3
buf+inv	23	25.3
mux	6	11.1
other cells	1	0.605
simple gates	21	15.4
[worst max-delay path by stage]
| stage | from | end | slack [ns] | cells past startpoint |
|---|---|---|---|---|
| after CTS | SW[0] | HEX0[1] | -0.43 | 7 |
| after global routing | SW[0] | HEX0[1] | -0.38 | 6 |
| final | SW[1] | HEX0[1] | -0.32 | 6 |
[cells in the final DEF (no fill, tap or decap), drive strengths merged]
master / instances
a21oi: 8
clkdlybuf4s15: 1
clkbuf: 2
a32o: 1
o22ai: 1
mux2: 4
nand2b: 2
o21ai: 8
nor2: 5
and2: 1
a211oi: 1
nor2b: 3
nand3: 1
o31ai: 1
ha: 14
buf: 54
conb: 14
nand2: 9
clkinv: 1
inv: 4
o31a: 1
mux2i: 2
[routing by layer]
metal  vias to the layer above  global-route usage (%)
met1                       334                    8.31
met4                         0                   0.528
met5                         -                       0
li1                        368                       -
met2                        18                    10.8
met3                         0                    1.36
[final cells by class]
class	count	area (um2)
fill	318	2050
inverter	5	53.8
tap	46	57.6
multi-input combinational	76	749
timing repair buffer	57	500
[report_power, final]
part	switching [mW]	total [mW]	internal, mW
Clock	0	0	0
Combinational	0.208	0.506	0.298
Sequential	0	0	0
[what timing repair did]
action	CTS	global route
gates cloned	2	0
hold buffers	0	0
setup buffers	8	4
gates resized	138	31
setup endpoints to repair	14	14
pin swaps	18	8
Power figures rest on the tool's default switching activity, not on a simulated workload.
