===== ./design.v =====
module memory
(
   input    logic          clk,
   input    logic [4:0]    addr,
   input    logic          we,    
   input    logic [9:0]    data_in,
   output   logic [9:0]    data_out
);
   logic [9:0] mem [0:31];
   always_ff @ (posedge clk)
   begin
      if (we)
      begin
         mem[addr] <= data_in;
      end
   end
   assign data_out = mem[addr];
endmodule

===== ./run.sh =====
#!/bin/bash
# OpenROAD 26Q1-2900-gdf79404cd8, Yosys 0.63+post, stock flow scripts
make -C /OpenROAD-flow-scripts/flow DESIGN_CONFIG=/design/flow/config.mk WORK_HOME=/design/flow/orfs finish

===== ./config.mk =====
export PLATFORM = sky130hd
export DESIGN_NAME = memory
export DESIGN_NICKNAME = memory
export VERILOG_FILES = /design/flow/design.v
export SDC_FILE = /design/flow/constraint.sdc
export NUM_CORES = 4
export LEC_CHECK = 1
export CORE_UTILIZATION = 40

===== ./constraint.sdc =====
current_design memory

set clk_period 3.3
set clk_io_pct 0.2

create_clock -name clk0 -period $clk_period [get_ports {clk}]

set non_clock_inputs [all_inputs -no_clocks]
set_input_delay [expr $clk_period * $clk_io_pct] -clock clk0 $non_clock_inputs
set_output_delay [expr $clk_period * $clk_io_pct] -clock clk0 [all_outputs]

==> results_dict.tcl <==
# flow metrics
set metrics [dict create \
    status "finished clean" \
    xor_share_pct 0 \
    drc 0 \
    intPower_uw 6893 \
    synth_flop_count 320 \
    ys_cells 689 \
    die_y_um 178.6 \
    setup_viol 0 \
    fin_util_pct 52.19 \
    critical_path.max_fanout 6 \
    clock_path_buffers 3 \
    critPathKind "input port to output pin" \
    required_ns 2.64 \
    portBuffers 26 \
    reg.largest.list "mem x320" \
    peakVddDrop_uv 389.8 \
    synth.most_common_cell "edfxtp_1" \
    ff_type "edfxtp_1" \
    syn_area_per_cell_um2 18.10 \
    seq_area_um2 9609 \
    grt_setup_unrepaired "yes" \
    start_kind "input port" \
    dr.pass1.iters 5 \
    antenna_found_initial 0 \
    top_cells_by_count "edfxtp_1, mux2i_1, o22ai_1, nor2_1, buf_2" \
    yosysSeqAreaShare_pct 77.05 \
    core.rowCount 64 \
    p_comb_share_pct 6.9 \
    cts_sinks 320 \
    cp-end-kind "output pin" \
    cts_inserted_buffers 31 \
    syn_area_um2 12470 \
    finalPower_uw 8652 \
    totalWireLength_um 29080 \
    max_freq_ghz 0.3064 \
    cts_root_buffer "clkbuf_16" \
    hold_violations 0 \
    synthSimpleGateAreaFrac_pct 4.344 \
    largest_register_ffs 320 \
    grt_overflow 0 \
    min-delay-start "addr[2]" \
    die_x_um 178.6 \
    cap_viol_max_count 0 \
    min_path_cells 5 \
    synth.top_cell.area_share_pct 77.05 \
    switching_share_pct 20.33 \
    yosysWarnings 1 \
    place_congestion 0.9076 \
    coreArea_um2 30670 \
    ios 27 \
    area_leaders "edfxtp_1, mux2i_1, o22ai_1" \
    grt_pass1_vias 7464 \
    adder_share_pct 0 \
    hp-class "input port to flip-flop" \
    instances_no_fill 1262 \
    async_reset_ff_share_pct 0 \
    worstMarginPinSlew_ns 0.5335 \
    ys_top_logic_family "multiplexers" \
    p_seq_share_pct 52.4 \
    tool_warnings 26 \
    synth.cellmix.compoundShare_pct 4.013 \
    clk_pin_slew_ns 0.06 \
    final_area_um2 16010 \
    p_switching_uw 1759 \
    fin_setup_tns_ns 0 \
    dpl_cell_area_um2 13990 \
    regMostFlops "mem" \
    drtAntennaViolNets 0 \
    h-tree-depth 1 \
    dieArea_um2 31890 \
    hold_path_end "mem[24][9]" \
    static-leakage-power_uw 0.005609 \
    fillers 2325 \
    grt_pass1_wl_um 44560 \
    slew_headroom_pct 64.33 \
    first_iter_violations 597 \
    fp_util_pct 40.66 \
    syn_inst 689 \
    cts_tree "done" \
    antenna_cells 0 \
    edf_count 320 \
    synth.area.mux_share_pct 12.84 \
    num_vias 6890 \
    period_minus_slack_ns 3.263 \
    finalClockPeriodUsage_pct 98.89 \
    grt_max_degree 33 \
    wire_per_inst_um 23.04 \
    drive_gt1_share_pct 31.18 \
    cts_hold_buf 0 \
    p_clk_share_pct 40.7 \
    yosys.stat.chipArea_um2 12470 \
    yosysUniqueCellTypes 23 \
    grtUsageTotal_pct 20.99 \
    logic_area_um2 3372 \
    final_max_slew_viol_count 0 \
    areaGrowthSynthToFinish_pct 28.35 \
    worstPathArrival_ns 2.60 \
    powerDensity_nw_per_um2 540.5 \
    detailed_place_hpwl_um 18010 \
    yosysTopAreaCell "edfxtp_1" \
    via_per_inst 5.460 \
    dp_cells 1190 \
]
## worst max-delay path by stage
stage	from	endpoint	slack, ns
global route	addr[4]	data_out[3]	-0.009
CTS	addr[3]	data_out[6]	0.01
finish	addr[3]	data_out[6]	0.04
## through the flow
step / hold WS, ns / setup slack (ns)
floorplan: 0.7589 / 0.6907
global placement: 1.527 / -0.5644
detailed placement: 1.540 / -0.5791
CTS: 0.8602 / 0.01453
global route: 0.9014 / -0.009049
finish: 0.8889 / 0.03652
## routing by layer
layer	global-route usage (%)	vias to the layer above	routed length, um
li1	-	3120	-
met1	28.53	3386	10980
met2	31.72	330	13670
met3	10.76	54	3460
met4	5.614	0	975
met5	0	-	0
## repair_timing
| action | CTS | global route |
|---|---|---|
| endpoints found under the setup margin | 10 | 9 |
| gates resized | 141 | 24 |
| pin swaps | 26 | 9 |
| endpoints found under the hold margin | 0 | 0 |
| gates cloned | 7 | 0 |
| buffers inserted | 12 | 1 |
## logic make-up (layout without fill, tap and decap cells)
family / after synthesis / in the layout
AND/OR/NAND/NOR: 91 / 92
AND-OR/OR-AND: 80 / 80
multiplexers: 160 / 160
flip-flops: 320 / 320
buffers and inverters: 38 / 214
## cell usage in the layout, fill, tap and decap left out, drive strengths merged
cell,synthesis,routed
o22ai,80,80
mux2i,160,160
bufbuf,0,2
inv,0,1
or3,1,1
dlygate4sd2,0,1
nor3,4,4
clkinv,0,14
nand4b,4,4
edfxtp,320,320
bufinv,0,5
clkbuf,6,36
nor2,29,29
nor4,20,20
or4b,4,5
nand2,12,12
dlymetal6s2s,0,1
buf,32,132
clkdlybuf4s50,0,19
nand3b,4,4
or4bb,1,1
nand4bb,5,5
or4,1,1
nand3,2,2
nand4,1,1
or3b,3,3
clkinvlp,0,3
## critical path, stage by stage
cell             delay (ns)
buf_4                  0.13
buf_6                  0.13
or4_4                  0.64
buf_8                  0.18
o22ai_4                0.20
nor4_4                 0.08
nand2_1                0.10
clkdlybuf4s50_1        0.47
## power by group through the flow
stage	clock network (uW)	registers [uW]	logic [uW]
after CTS	3580	4530	588
final	3520	4530	598
after global routing	3740	4530	638
## final cells by class
cell class | count | share of cell area, %
sequential | 320 | 60.03
multi-input combinational | 332 | 21.07
timing repair buffer | 157 | 9.380
clock buffer | 34 | 4.917
tap | 396 | 3.095
clock inverter | 23 | 1.509
No activity file was given, so power comes from the tool's default toggle rates.
